[/design/flow/config.mk]
export PLATFORM = sky130hd
export DESIGN_NAME = AXIS_DATA_FIFO
export DESIGN_NICKNAME = AXIS_DATA_FIFO
export VERILOG_FILES = /design/flow/design.v
export SDC_FILE = /design/flow/constraint.sdc
export NUM_CORES = 4
export LEC_CHECK = 1
export CORE_UTILIZATION = 50
[/design/flow/constraint.sdc]
current_design AXIS_DATA_FIFO

set clk_period 6.8
set clk_io_pct 0.2

create_clock -name clk0 -period $clk_period [get_ports {m_axis_clk}]
create_clock -name clk1 -period $clk_period [get_ports {s_axis_clk}]

set non_clock_inputs [all_inputs -no_clocks]
set_input_delay [expr $clk_period * $clk_io_pct] -clock clk0 $non_clock_inputs
set_output_delay [expr $clk_period * $clk_io_pct] -clock clk0 [all_outputs]
[/design/flow/design.v]
module G2B #(
    parameter BIT_WIDTH = 5
) (
    input logic [BIT_WIDTH-1:0]g_in,
    output logic [BIT_WIDTH-1:0]b_out
);
    always_comb begin : binary2gray
        b_out[BIT_WIDTH-1] = g_in[BIT_WIDTH-1];
        for (int i = BIT_WIDTH-1 ; i > 0 ; i-- ) begin
            b_out[i-1] = g_in[i-1]^b_out[i];
        end
    end
endmodule
module AXIS_DATA_FIFO #(
    parameter FIFO_DEPTH = 16 ,
    parameter FIFO_WIDTH = 32
) (
        input logic m_axis_rst_n ,
        input logic m_axis_clk ,
        input logic m_axis_tready ,
        output logic m_axis_tvalid ,
        output logic [FIFO_WIDTH-1:0]m_axis_tdata ,
        input logic s_axis_rst_n ,
        input logic s_axis_clk ,
        output logic s_axis_tready ,
        input logic s_axis_tvalid ,
        input logic [FIFO_WIDTH-1:0]s_axis_tdata 
);
    wire full  ;
    wire empty ;
    fifo_top #(
        .FIFO_DEPTH(FIFO_DEPTH),
        .FIFO_WIDTH(FIFO_WIDTH)
    ) FIFO (
        .wr_clk         (s_axis_clk     ),
        .wr_rst_n       (s_axis_rst_n   ),
        .wr_en          (s_axis_tvalid  ),
        .wr_data        (s_axis_tdata   ),
        .full           (full           ),
        .rd_rst_n       (m_axis_rst_n   ),
        .rd_clk         (m_axis_clk     ),
        .empty          (empty          ),
        .rd_en          (m_axis_tready  ),
        .rd_data        (m_axis_tdata   )
    );
    assign s_axis_tready = !full ;
    assign m_axis_tvalid = !empty ;
endmodule
module bit_sync #(
    parameter FIFO_DEPTH = 16 ,
    parameter NUM_STG = 2 
) (
    input logic clk   , 
    input logic rst_n ,
    input logic [$clog2(FIFO_DEPTH):0] bit_in,
    output logic [$clog2(FIFO_DEPTH):0] bit_sync
);
    (* ASYNC_REG = "TRUE" *) 
    reg [$clog2(FIFO_DEPTH):0] sync_reg [NUM_STG-1:0];
    always_ff @( posedge clk or negedge rst_n ) begin 
        if(!rst_n)begin
            for (int i = 0 ; i< NUM_STG ; i++ ) begin
                sync_reg[i] <= '0;
            end
        end
        else begin
            sync_reg[0] <= bit_in;
            for (int i = 0 ; i< NUM_STG-1 ; i++ ) begin
                sync_reg[i+1] <= sync_reg[i];
            end
            bit_sync <= sync_reg[NUM_STG-1];
        end
    end
endmodule
module fifo_mem #(
    parameter FIFO_DEPTH = 16,
    parameter FIFO_WIDTH = 32
) (
    input   logic   wr_clk ,
    input   logic   rst_n ,
    input   logic   full  ,
    input   logic   empty  ,
    input   logic   w_en  ,
    input   logic   [$clog2(FIFO_DEPTH)-1:0]w_addr ,
    input   logic   [FIFO_WIDTH-1:0]w_data ,
    input   logic   [$clog2(FIFO_DEPTH)-1:0]r_addr ,
    output  logic   [FIFO_WIDTH-1:0]r_data 
);
    reg [FIFO_WIDTH-1:0] fifo_mem_reg [FIFO_DEPTH-1:0];
    always_ff @( posedge wr_clk or negedge rst_n ) begin : blockName
        if(!rst_n)begin
            for (int i = 0 ; i < FIFO_DEPTH ; i++) begin
                fifo_mem_reg [i] <= '0;
            end
        end
        else if(w_en && !full)begin
            fifo_mem_reg [w_addr] <= w_data;
        end
    end
    assign r_data = (empty == 1'b1) ? '0 : fifo_mem_reg[r_addr] ;
endmodule
module fifo_rl #(
    parameter FIFO_DEPTH = 16,
    parameter FIFO_WIDTH = 32
) (
    input   logic   r_clk ,
    input   logic   rst_n ,
    input   logic   rd_en ,
    input   logic   [$clog2(FIFO_DEPTH):0]wptr2rl ,
    output   logic   [$clog2(FIFO_DEPTH):0]rptr2wl ,
    output   logic   [$clog2(FIFO_DEPTH)-1:0]r_addr  ,
    output   logic   empty 
);
    reg [$clog2(FIFO_DEPTH):0]rptr ;
    always_ff @( posedge r_clk or negedge rst_n ) begin
        if(!rst_n)begin 
            rptr     <= '0;
        end
        else if(rd_en && !empty)begin
            rptr <= rptr + 1 ;
        end
    end
    assign rptr2wl = (rptr >> 1) ^ rptr;  
    assign empty = (rptr2wl == wptr2rl)? 1 : 0 ;
    assign r_addr = rptr[$clog2(FIFO_DEPTH)-1:0] ;
endmodule
module fifo_top #(
    parameter FIFO_DEPTH = 16,
    parameter FIFO_WIDTH = 32
) (
    input   logic   rd_clk      ,
    input   logic   wr_clk      ,
    input   logic   rd_rst_n    ,
    input   logic   wr_rst_n    ,
    input   logic   wr_en       ,
    input   logic   rd_en       ,
    input   logic   [FIFO_WIDTH-1:0] wr_data,
    output  logic   [FIFO_WIDTH-1:0] rd_data,
    output  logic   full    ,
    output  logic   empty   
);
    wire [$clog2(FIFO_DEPTH)-1:0] r_addr;
    wire [$clog2(FIFO_DEPTH)-1:0] w_addr;
    wire [$clog2(FIFO_DEPTH):0] wptr2rl_sync;
    wire [$clog2(FIFO_DEPTH):0] wptr2rl;
    wire [$clog2(FIFO_DEPTH):0] rptr2wl_sync;
    wire [$clog2(FIFO_DEPTH):0] rptr2wl;
    wire [$clog2(FIFO_DEPTH):0] rptr;
    fifo_mem #(
        .FIFO_DEPTH (FIFO_DEPTH),
        .FIFO_WIDTH (FIFO_WIDTH)
    ) FIFO_MEM (
        .wr_clk     (wr_clk     ),
        .rst_n      (wr_rst_n   ),
        .full       (full       ),
        .empty      (empty      ),
        .w_en       (wr_en      ),
        .w_addr     (w_addr     ),
        .w_data     (wr_data    ),
        .r_addr     (r_addr     ),
        .r_data     (rd_data    )
    );
    fifo_rl #(
        .FIFO_DEPTH (FIFO_DEPTH),
        .FIFO_WIDTH (FIFO_WIDTH)
    ) FIFO_RD_LOGIC (
        .r_clk      (rd_clk     ),
        .rst_n      (rd_rst_n   ),
        .rd_en      (rd_en      ),
        .wptr2rl    (wptr2rl_sync),
        .rptr2wl    (rptr2wl    ),
        .r_addr     (r_addr     ),
        .empty      (empty      ) 
    );
    G2B #( 
        .BIT_WIDTH($clog2(FIFO_DEPTH)+1)
    ) U (
        .g_in(rptr2wl_sync),
        .b_out(rptr)
    );
    fifo_wl #(
        .FIFO_DEPTH (FIFO_DEPTH),
        .FIFO_WIDTH (FIFO_WIDTH)
    ) FIFO_WR_LOGIC(
        .w_clk      (wr_clk     ),
        .rst_n      (wr_rst_n   ),
        .wr_en      (wr_en      ),
        .rptr2wl    (rptr       ),
        .w_addr     (w_addr     ),
        .wptr2rl    (wptr2rl    ),
        .full       (full)
    );
    bit_sync #(
        .FIFO_DEPTH (FIFO_DEPTH)
    ) RD2WR(
        .clk        (wr_clk         ), 
        .rst_n      (wr_rst_n       ),
        .bit_in     (rptr2wl        ),
        .bit_sync   (rptr2wl_sync   )
    );
    bit_sync #(
        .FIFO_DEPTH (FIFO_DEPTH)
    ) WR2RD(
        .clk        (rd_clk         ), 
        .rst_n      (rd_rst_n       ),
        .bit_in     (wptr2rl        ),
        .bit_sync   (wptr2rl_sync   )
    );
endmodule
module fifo_wl #(
    parameter FIFO_DEPTH = 16,
    parameter FIFO_WIDTH = 32
) (
    input   logic   w_clk ,
    input   logic   rst_n ,
    input   logic   wr_en ,
    input   logic   [$clog2(FIFO_DEPTH):0]rptr2wl ,
    output   logic   [$clog2(FIFO_DEPTH)-1:0]w_addr  ,
    output   logic   [$clog2(FIFO_DEPTH):0]wptr2rl ,
    output   logic   full 
);
    reg [$clog2(FIFO_DEPTH):0]wptr ;
    always_ff @( posedge w_clk or negedge rst_n ) begin : blockName
        if(!rst_n)begin 
            wptr     <= '0;
        end
        else if(wr_en && !full)begin
            wptr <= wptr + 1 ;
        end
    end
    assign wptr2rl = (wptr >> 1) ^ wptr;  
    assign full = ((rptr2wl[$clog2(FIFO_DEPTH)-1:0] == wptr[$clog2(FIFO_DEPTH)-1:0]) && (rptr2wl[$clog2(FIFO_DEPTH)] != wptr[$clog2(FIFO_DEPTH)]))? 1 : 0 ;
    assign w_addr = wptr[$clog2(FIFO_DEPTH)-1:0] ;
endmodule
[/design/flow/run.sh]
#!/bin/bash
# OpenROAD 26Q1-2900-gdf79404cd8, Yosys 0.63+post, stock flow scripts
make -C /OpenROAD-flow-scripts/flow DESIGN_CONFIG=/design/flow/config.mk WORK_HOME=/design/flow/orfs finish
==> results.py <==
# Metrics from the implementation run
metrics = {
    "run_status": {
        "status": "finished, final reports clean",
    },
    "clock_tree": {
        "hold_buffers": 0,
        "clk_pin_slew_ns": 0.06,
        "clock_sinks": 552,
        "cts_tree": "done",
        "cts.repair.resized": 0,
        "postCtsSetupRepairBufs": 0,
    },
    "job": {
        "warnings": 46,
        "maxCapViolations": 0,
    },
    "yosys": {
        "syn-instance-count": 1801,
        "ys_ff": 552,
        "synth_top_cell_by_area": "dfrtp_1",
        "synthTopCellsByCount": "dfrtp_1, mux2_2, a22oi_1",
        "edf_count": 10,
        "ys_top_cells_by_area": "dfrtp_1, mux2_2, a22oi_1, a22o_1, mux2_4",
        "synth_warnings": 7,
        "synthesis.area_sq_um": 25000,
        "yosys.cell_count.top_type": "dfrtp_1",
        "synth_cell_type_count": 51,
        "synth_top_area_share_pct": 54.3,
        "avgSynthCellArea_sq_um": 13.9,
        "yosys_area_sq_um": 25000,
        "ys_seq_share_pct": 55.5,
        "yosys_cells": 1801,
        "ff_type": "dfrtp_1",
        "async_flop_share_pct": 98.2,
    },
    "final_timing": {
        "fin_skew_ns": 0.0154,
        "holdWs_ns": 0.160,
        "rsz0062_at_grt": "no",
        "tightest_slew_ns": 0.955,
        "drv_slew": 0,
        "hold_viol": 0,
        "setup_viol": 0,
        "tns_ns": 0,
        "max_slew_margin_pct": 36.3,
    },
    "power": {
        "p_total_mw": 15.0,
        "power_density_nw_per_um2": 533,
        "leakagePower_nw": 12.1,
        "ir_worst_vdd_uv": 305,
    },
    "floorplanning": {
        "core_area_sq_um": 49200,
        "dieArea_sq_um": 50900,
        "fp_util_pct": 50.9,
        "die-height_um": 226,
        "rows": 81,
        "die_width_um": 226,
        "ios": 72,
    },
    "placed_design": {
        "hpwl_mm": 34.5,
        "place_congestion": 0.817,
        "portBuffers": 70,
        "dpl_cell_area_sq_um": 26100,
    },
    "worst_setup_path": {
        "crit_path_end": "m_axis_tdata[20]",
        "cp-end-kind": "primary output",
        "slowest_delay_ns": 0.64,
        "path_max_fanout": 46,
        "critPathTopFamily": "buffers and inverters",
        "path_buffers": 5,
        "r2r_slack_ns": 3.29,
        "rr_startpoint": "FIFO.RD2WR.bit_sync[3]",
        "cpMaxStageDelayCell": "buf_4",
        "cp-startpoint": "FIFO.FIFO_RD_LOGIC.rptr[1]",
        "cp-start-kind": "register",
        "cp_data_arrival_time_ns": 3.83,
        "rr_endpoint": "FIFO.FIFO_MEM.fifo_mem_reg[10][5]",
        "reg2regPathDepth": 7,
        "worstPathRequired_ns": 5.44,
        "worst-setup-path-type": "reg2out",
        "cp.depth": 9,
        "path_cells": "inv_1 > ha_4 > buf_4 > inv_1 > buf_4 > o21ai_0 > a221oi_1 > a311oi_1 > clkdlybuf4s50_1",
    },
    "min_path": {
        "hp-class": "reg2reg",
    },
    "routing": {
        "vias_per_cell": 6.21,
        "diodes": 0,
        "ant_nets": 0,
        "routedWlPerCell_um": 26.7,
        "drcViolationCount": 0,
        "vias": 15600,
        "drt-pass1-iter-count": 5,
        "wl_mm": 67.1,
        "drt_iter0_markers": 1265,
    },
    "final_layout": {
        "fin_area_sq_um": 28000,
        "area_growth_pct": 12.2,
        "utilization_pct": 57.1,
        "fill_cells": 3847,
        "largest_reg_flops": 512,
        "drive_gt1_share_pct": 36.2,
    },
    "global_routing": {
        "grt_max_degree": 138,
        "grt_pass1_vias": 16100,
        "antenna_found_initial": 1,
        "grt.overflow.total": 0,
        "grt_pass1_wl_mm": 103,
        "grt_util_all_layers_pct": 29.0,
    },
}
==> logic make-up (layout without fill, tap and decap cells) <==
logic type	count (synthesis)	after routing	synth area share [%]
AND-OR/OR-AND	385	385	12.8
XOR/XNOR	20	20	0.786
flip-flops	552	552	55.5
multiplexers	514	514	23.6
AND/OR/NAND/NOR	122	122	2.20
buffers and inverters	188	231	4.12
adder cells (fa/ha/maj)	20	20	1.00
==> power by group <==
| group | internal, mW | switching, mW | total (mW) |
|---|---|---|---|
| sequential | 4.89 | 0.820 | 5.71 |
| combinational | 2.97 | 3.01 | 5.98 |
| clock | 1.98 | 1.29 | 3.27 |
| total | 9.84 | 5.12 | 15.0 |
==> per-layer routing <==
metal | global-route usage [%] | vias up | wire length [um] | part of all wire, %
met4 | 5.92 | 2 | 1610 | 2.4
li1 | - | 6777 | - | -
met5 | 0 | - | 13 | 0.019
met2 | 42.8 | 492 | 30900 | 46
met1 | 45.4 | 8199 | 29300 | 44
met3 | 8.01 | 106 | 5280 | 7.9
==> cell usage in the layout, fill, tap and decap left out, types with 21 or more instances in the layout <==
cell	synthesis	routed
clkdlybuf4s50_1	0	69
nor2_1	33	33
nand3_1	21	21
a22o_1	76	76
a22oi_1	108	108
nand2_1	40	39
buf_4	16	42
dfrtp_1	542	542
a222oi_1	32	32
o21ai_0	37	37
mux2_4	30	30
mux2_2	476	476
a221oi_1	21	21
clkbuf_16	0	62
a311oi_1	23	23
a21oi_1	37	37
==> through the flow <==
stage	cells	setup slack, ns
finish	2508	1.61
global route	2508	1.40
CTS	2508	1.62
detailed placement	2410	1.91
global placement	2410	1.96
floorplan	1801	3.49
==> layout make-up <==
class                           count  area [sq um]  share of cell area, %
Clock inverter                     14           234                  0.834
Multi-Input combinational cell   1061         10200                   36.5
Sequential cell                   552         13900                   49.4
Inverter                           18          67.6                  0.241
Tap cell                          664           831                   2.96
Clock buffer                       84          1730                   6.18
Timing Repair Buffer              115          1080                   3.85
==> worst min-delay path by stage <==
stage / slack (ns) / end / from / depth (start not counted)
CTS: 0.14 / FIFO.RD2WR.sync_reg[0][4] / FIFO.FIFO_RD_LOGIC.rptr[4] / 0
global route: 0.18 / FIFO.RD2WR.sync_reg[0][4] / FIFO.FIFO_RD_LOGIC.rptr[4] / 0
finish: 0.16 / FIFO.RD2WR.sync_reg[0][4] / FIFO.FIFO_RD_LOGIC.rptr[4] / 0
Power and IR drop assume default switching activity.
